File: ./run.sh
#!/bin/bash
# OpenROAD 26Q1-2900-gdf79404cd8, Yosys 0.63+post, stock flow scripts
make -C /OpenROAD-flow-scripts/flow DESIGN_CONFIG=/design/flow/config.mk WORK_HOME=/design/flow/orfs finish
File: ./config.mk
export PLATFORM = sky130hd
export DESIGN_NAME = count4_d
export DESIGN_NICKNAME = count4_d
export VERILOG_FILES = /design/flow/design.v
export SDC_FILE = /design/flow/constraint.sdc
export NUM_CORES = 4
export LEC_CHECK = 1
export CORE_AREA = 10 10 70 70
export DIE_AREA = 0 0 80 80
export SYNTH_HDL_FRONTEND = slang
File: ./constraint.sdc
current_design count4_d

set clk_period 1.3
set clk_io_pct 0.2

create_clock -name clk0 -period $clk_period [get_ports {clock}]

set non_clock_inputs [all_inputs -no_clocks]
set_input_delay [expr $clk_period * $clk_io_pct] -clock clk0 $non_clock_inputs
set_output_delay [expr $clk_period * $clk_io_pct] -clock clk0 [all_outputs]
File: ./design.v
module dff (q,clk,d);
output reg q = 0;
input clk, d;
always @(posedge clk)
 q <= d;
endmodule
module tff (q,clk,t);
output reg q = 0;
input clk, t;
always @(posedge clk)
if (t) q <= ~q;
endmodule
module jkff (q,clk,j,k);
output reg q = 0;
input clk, j, k;
always @(posedge clk)
if (j && k) q <= ~q;
else if (j) q <= 1'b1;
else if (k) q <= 1'b0;
endmodule
module rsff (q,clk,r,s);
output reg q = 0;
input clk, r, s;
always @(posedge clk)
if (r && s) q <= 1'bx;
else if (s) q <= 1'b1;
else if (r) q <= 1'b0;
endmodule
module count4_d (clock,q);
parameter Realization = "d-type";
localparam digits = 5;
input clock; output [digits-1:0] q;
genvar i;
generate
if (Realization == "rs-type") begin
reg [digits-1:0] r, s;
always @*
case (q)
      0 : {r,s} = 'b????000001;
      1 : {r,s} = 'b???0100010;
      2 : {r,s} = 'b???00000?1;
      3 : {r,s} = 'b??01100100;
      4 : {r,s} = 'b??0?000?01;
      5 : {r,s} = 'b??00100?10;
      6 : {r,s} = 'b??00000??1;
      7 : {r,s} = 'b?011101000;
      8 : {r,s} = 'b?0??00?001;
      9 : {r,s} = 'b?0?010??10;
      10 : {r,s} ='b?0?000?0?1;
      11 : {r,s} ='b?00110?100;
      12 : {r,s} ='b?00?00??01;
      13 : {r,s} ='b?00010??10;
      14 : {r,s} ='b?00000???1;
      15 : {r,s} ='b001111?000;
      24 : {r,s}='b000????100;
      28 : {r,s}='b0000????10;
      30 : {r,s}='b00000????1;
      31 : {r,s}='b01000?0???;
      23 : {r,s}='b0?100?00??;
      19 : {r,s}='b0??10?000?;
      17 : {r,s}='b0???1?0000;
      16 : {r,s}='b1????00000;
endcase
for (i = 0; i < 5; i = i + 1)
rsff rsffi (q[i],clock,r[i],s[i]);
end
else if (Realization == "d-type") begin
 reg [4:0] d;
  always @*
    case(q)
      0:d='b00100;
      3 : d = 'b00100;
      4 : d = 'b00101;
      5 : d = 'b00110;
      6 : d = 'b00111;
      7 : d = 'b01000;
      8 : d = 'b01001;
      9 : d = 'b01010;
      10 : d ='b01011;
      11 : d ='b01100;
      12 : d ='b11100;
      13 : d ='b01110;
      14 : d ='b01111;
      15 : d ='b11111;
      31 : d ='b11110;
      30 : d ='b11101;
      29 : d ='b11100;
      28 : d ='b11011;
      27 : d ='b11010;
      26 : d ='b11001;
      25 : d ='b11000;
      24 : d ='b10111;
      23 : d ='b10110;
      22 : d ='b10101;
      21 : d ='b10100;
      20 : d ='b10011;
      19 : d ='b00011;
    endcase
   for (i = 0; i < 6; i = i + 1)
    dff dffi (q[i], clock, d[i]);
end
else if (Realization == "jk-type")
begin
reg [digits-1:0] k, j;
always @*
case (q)
     0 : {k,j} = 'b?????00001;
     1 : {k,j} = 'b????10001?;
     2 : {k,j} = 'b???0?000?1;
     3 : {k,j} = 'b???11001??; 
     4 : {k,j} = 'b??0??00?01;
     5 : {k,j} = 'b??0?100?1?;
     6 : {k,j} = 'b??00?00??1;
     7 : {k,j} = 'b??11101???;
     8 : {k,j} = 'b?0???0?001;
     9 : {k,j} = 'b?0??10?01?;
     10 : {k,j} = 'b?0?0?0?0?1;
     11 : {k,j} = 'b?0?110?1??;
     12 : {k,j} = 'b?00??0??01;
     13 : {k,j} = 'b?00?10??1?;
     14 : {k,j} = 'b?000?0???1;
     15 : {k,j} = 'b?01111????;
     24 : {k,j} = 'b00?????100;
     28 : {k,j} = 'b000?????10;
     30 : {k,j} = 'b0000?????1;
     31 : {k,j} = 'b01000?????;
     23 : {k,j} = 'b0?100?0???;
     19 : {k,j} = 'b0??10?00??;
     17 : {k,j} = 'b0???1?000?;
     16 : {k,j} = 'b1?????0000;
endcase
for (i = 0; i < digits; i = i + 1)
jkff jkffi (q[i],clock,j[i],k[i]);
end
else if (Realization == "t-type") begin
 reg [4:0] t;
  always @*
    case(q)
     0 : t = 'b00001;
     1 : t = 'b00011;
     2 : t = 'b00001;
     3 : t = 'b00111;
     4 : t = 'b00001;
     5 : t = 'b00011;
     6 : t = 'b00001;
     7 : t = 'b01111;
     8 : t = 'b00001;
     9 : t = 'b00011;
     10 :t = 'b00001;
     11 :t = 'b00111;
     12 :t = 'b00001;
     13 :t = 'b00011;
     14 :t = 'b00001;
     15 :t = 'b10111;
     24 :t = 'b00100;
     28 :t = 'b00010;
     30 :t = 'b00001;
     31 :t = 'b01000;
     23 :t = 'b00100;
     19 :t = 'b00010;
     17 :t = 'b00001;
     16 :t = 'b10000;
    endcase
   for (i = 0; i < digits; i = i + 1)
     tff tffi (q[i],clock,t[i]);
end
endgenerate
endmodule
==> CHANGELOG.md <==
### Changed

* Worst-path cell chain: clkdlybuf4s50_1
* Max clock buf depth at 2
* Clock root buffer: clkbuf_4
* Flop area at 180 um2
* VDD IR-drop max at 0.0857 mV
* Final Setup Violations at 0
* Antenna fix cells at 0
* Combinational share of power at 0%
* Worst setup SP type: flop
* Clock power frac at 52.7%
* I/O pin total at 6
* Pwr Total at ~0.00033 W
* Comb. cell area at between 200 and 250 um2
* Global route overflow at 0
* Util after Layout at between 10% and 20%
* Max Freq at 788 MHz
* PwrDens at 559 nW/um2
* Antenna violations before repair at 0
* Post-route setup slack at between 0.03 and 0.04 ns
* Die Span Y at 80 um
* Reg clk slew, reported paths at 0.04 ns
* Worst Hold End: q[3]
* Via count at roughly 360
* Worst path top cell family by delay: buffers and inverters
* Post-DP HPWL at between 500 and 600 um
* Tool warnings at 25
* # Max-Cap Violations at 0
* Via density at ~3.5
* Drt first pass iters at 4
* Yosys warns at 0
* ANT nets after route at 0
* Slowest stage delay, CP at 0.46 ns
* Ys cells at 50
* Routed WL per cell at between 7 and 8 um
* Layout cell share with drive strength beyond 1 at a little over a third
* Pint at 0.000270 W
* Number of fill cells at roughly 380
* Mean area per synthesized cell at 9.41 um2
* Fp_density at between 10% and 20%
* Yosys chip area at around 470 um2
* Area after DPL at 532 um2
* Worst path required time at 1.04 ns
* Worst relative slew slack at about two thirds
* Chip Width at 80 um
* CTS tree: yes
* HP Class: flop to output pin
* Largest net degree at the start of global routing at 12
* Worst-Margin Slew at 0.492 ns
* Core area at 3420 um2
* Post-CTS Hold Fix Bufs at 0
* Total global-route track usage at 2.21%
* CP max stage cell: clkdlybuf4s50_1
* Vias in the first global route at 299
* HP Start: genblk1.genblk1[3].dffi.q
* Final GP Congestion at 0.808
* DRC Markers at 0
* Worst path bufs/invs at 1
* Die ar. at 6400 um2
* Ys flops at 10
* Crit path DAT at around 1 ns
* Max-slew violations at 0
* Sw Share at between 15 and 20%
* DR iter-0 viols at 37
* Final min period at roughly 1.3 ns
* Final Cell Area at 583 um2
* Netlist Area Pre-Place at 470 um2
* P_sw at ~0.000056 W
* Port Buffers at 5
* Clock buffer count from CTS at 3
* Post-Place Setup Slack at between 0.2 and 0.3 ns
* Register pins left without a clock at 5
* Power share of the sequential group at 47.3%
* Hold depth at 1
* Endpoints left unconstrained at 10
* Setup CP Type: flop to output pin
* First-pass GRT wire length at 1220 um
* Crit path from: genblk1.genblk1[4].dffi.q
* P&R area growth vs syn at 23.9%
* Lkg Pwr at 0.233 nW
* Number of distinct library cells after synthesis at 28
* Fin. Hold Viols at 0
* Crit end category: output pin
* Cells after Synth at around 50
* Crit path max fanout at 2
* WL final at 783 um
* Final period util at 97.6%
* Htree depth at 1
* Site Rows at 21
* Outcome: finished, final reports clean
## through the flow
step                instances   TNS [ns]  hold WS, ns
floorplan                  50          0        0.656
global placement           96          0        0.949
detailed placement         96          0        0.949
CTS                       100          0         1.21
global route              102  -0.000701        0.932
finish                    102          0        0.894
## how the worst max path moves through the flow
stage,end,depth (start not counted),slack [ns]
after CTS,q[3],1,0.009
after global routing,q[0],1,-0.0007
final,q[4],1,0.03
## power groups by stage
stage / Clock (W) / Sequential, W / Combinational [W]
CTS: 0.000182 / 0.000154 / 0.0000000000915
global route: 0.000185 / 0.000154 / 0.000000000140
finish: 0.000172 / 0.000154 / 0.000000000140
## cell type report
type / instances / share of cell area, %
well taps: 46 / 9.87
multi-input cells: 29 / 35.6
repair buffers: 12 / 18.5
flip-flops and latches: 10 / 30.9
clock buffers: 4 / 4.51
inverters: 1 / 0.644
## placed cells by master, fill, tap and decap left out, drive strengths merged
| master | n |
|---|---|
| buf | 7 |
| dlxtp | 5 |
| dfxtp | 5 |
| a21oi | 4 |
| o21ai | 4 |
| clkbuf | 4 |
| clkdlybuf4s50 | 3 |
| nand2b | 3 |
| nand2 | 2 |
| nand3b | 2 |
| nor2 | 2 |
| dlymetal6s2s | 2 |
| inv | 1 |
| nor2b | 1 |
| o211ai | 1 |
| nor3 | 1 |
| a311oi | 1 |
| and2 | 1 |
| xor2 | 1 |
| a211oi | 1 |
| o21a | 1 |
| a32oi | 1 |
| mux2i | 1 |
| o22ai | 1 |
| o31ai | 1 |
## kinds of logic (layout without fill, tap and decap cells)
logic type | count (synthesis) | count (layout) | share of synthesized area (%)
AOI/OAI and AO/OA | 15 | 15 | 23.4
xor gates and xnor gates | 1 | 1 | 1.86
buffers and inverters | 11 | 17 | 18.6
DFF | 5 | 5 | 21.3
latches | 5 | 5 | 16.0
muxes | 1 | 1 | 2.13
and+or+nand+nor | 12 | 12 | 16.8
## state kept, by name (all words and copies together) (netlist names)
register / cells
genblk1.genblk1.dffi.q: 5
genblk1.d: 5
## timing repair
action,4_1_cts,5_1_grt
gates cloned,0,0
setup endpoints to repair,3,3
setup buffers,0,2
resized,3,3
## per-layer routing
metal / track usage (%) / wire length [um]
met5: 0 / 0
met3: 0.795 / 74
met4: 1.58 / 34
met2: 3.29 / 331
met1: 2.56 / 343
## cell usage after synthesis, drive strengths merged
master | number | area (um2)
a32oi | 1 | 8.76
nand3b | 2 | 15.0
o21a | 1 | 7.51
buf | 9 | 76.3
o211ai | 1 | 12.5
nor2b | 1 | 8.76
o21ai | 4 | 20.0
nand2b | 3 | 28.8
o22ai | 1 | 6.26
mux2i | 1 | 10.0
a21oi | 4 | 20.0
dfxtp | 5 | 100
clkbuf | 1 | 7.51
a211oi | 1 | 12.5
nor3 | 1 | 5.00
nand2 | 2 | 7.51
a311oi | 1 | 15.0
inv | 1 | 3.75
and2 | 1 | 6.26
dlxtp | 5 | 75.1
o31ai | 1 | 7.51
nor2 | 2 | 7.51
xor2 | 1 | 8.76
Power figures rest on the tool's default switching activity, not on a simulated workload.
