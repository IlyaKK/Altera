[design/flow/config.mk]
export PLATFORM = sky130hd
export DESIGN_NAME = binary_John_counter
export DESIGN_NICKNAME = binary_John_counter
export VERILOG_FILES = /design/flow/design.v
export SDC_FILE = /design/flow/constraint.sdc
export NUM_CORES = 4
export LEC_CHECK = 1
export CORE_AREA = 10 10 70 70
export DIE_AREA = 0 0 80 80
[design/flow/design.v]
module binary_John_counter (clock,count);
parameter digits = 4;
parameter direction = "up";
parameter max = 16;
input clock;
output reg [digits-1:0] count = 0;
generate
if (direction == "up") always @(posedge clock) if (count == max - 1) count <= 0; else count <= count + 1;
else
if (direction == "down") always @(posedge clock) count <= {~count[0],count[digits-1:1]};
else begin
reg dir = 0;
wire reverse;
assign reverse = ( dir && count == 1) || (~dir && count == max - 2);
always @(posedge clock) if (reverse) dir <= ~dir;
always @(posedge clock) if (dir) count <= {~count[0],count[digits-1:1]};else if(count == 15)count <= count-7;
    else count <= count + 1;
end
endgenerate
endmodule
[design/flow/constraint.sdc]
current_design binary_John_counter

set clk_period 1.5
set clk_io_pct 0.2

create_clock -name clk0 -period $clk_period [get_ports {clock}]

set non_clock_inputs [all_inputs -no_clocks]
set_input_delay [expr $clk_period * $clk_io_pct] -clock clk0 $non_clock_inputs
set_output_delay [expr $clk_period * $clk_io_pct] -clock clk0 [all_outputs]
[design/flow/run.sh]
#!/bin/bash
# OpenROAD 26Q1-2900-gdf79404cd8, Yosys 0.63+post, stock flow scripts
make -C /OpenROAD-flow-scripts/flow DESIGN_CONFIG=/design/flow/config.mk WORK_HOME=/design/flow/orfs finish
==> results.txt <==
fresh numbers from the pnr run: power per standard cell area 864 mW/mm^2, most frequent cell after synthesis dfxtp_1, Min-Delay Path Depth 1, maximum frequency from static timing analysis between 0.7 and 0.8 GHz, Synth Seq Share 52.0%, internal power summed over all cells ~200 uW, kind of critical path flop to primary output, final hold violations 0, H-tree depth 1, part of the cycle the worst path needs 94.4%, worst IR drop on VDD 0.197 mV, number of rows created at floorplan 21, RSZ-0062 raised after global routing false, number of antenna violations at the first check in global routing 1, CTS tree built, number of buffers created by CTS 3, Warnings, synthesis 1, Layout fillers around 400, Hold/Removal Path Class flop to flop, leftover overflow at the end of global routing 0, Comb power frac 0%, total number of cells along the worst setup path 1, Die X-Extent roughly 80 um, element type at the critical path start flop, Top Registers count x4, distinct cell type count after synthesis 9, total wire length 363 um, global router's overall resource usage 1.25%, required arrival time at the worst endpoint 1200 ps, flop-to-flop setup slack between 400 and 500 ps, setup bufs post-CTS 0, count of library flops with an enable pin 0, Post-DRT Antenna Nets 0, met1 routing resource usage after global routing 1.13%, overall die height 80 um, Core Density at Floorplan 4.51%, initial detailed-routing violation count 15, Core Area 0.00342 mm^2, max_cap viols 0, first-pass detailed-route iteration total 4, final setup violating endpoints 0, Dominant flop cell dfxtp_1, type of element capturing the critical path primary output, Num Clock Sinks 4, post-synthesis cell area approximately 150 um^2, largest reg by FF count count, Critical path buffers and inverters 1, top cells by count dfxtp_1 (4), a31oi_1 (2), inv_1 (2), area of the chip 0.00640 mm^2, accumulated negative setup slack 0 ps, cell at the root of the clock tree clkbuf_4, number of flip-flops in the largest register 4, startpoint of the tightest hold check path count[0], worst clock skew on the final layout between 0.2 and 0.25 ps, cells after synthesis 14, pre-CTS setup slack 262 ps, Leakage Power 0.0000969 uW, largest cells by area after synthesis dfxtp_1 (52%), a31oi_1 (8.1%), ha_1 (8.1%), a311o_1 (6.5%), and4b_1 (6.5%), largest stage delay on the critical path 490 ps, switching power share of the total 18.2%, top cell type's share of synthesized area a little over half, per-cell routed wire length 5.34 um, worst setup margin 83.9 ps, number of cells in Yosys stat 14, max_slew headroom between 80% and 90%, synth-to-layout area growth 80.5%, crit-path leading delay family buffers and inverters, DR DRC count 0, global routing usage on met3 2.73%, status completed, maximum net fanout on the critical path 6, fin crit period 1420 ps, Cell Chain, Critical Path clkdlybuf4s50_1, last weighted congestion value of the routability-driven placer 0.573, Worst R2R Start count[0], vias post-DR between 100 and 150, Latency at later pin 230 ps, hold buffers post-CTS 0, total number of warnings across the stage logs 25, clock transition time at the flip-flop clock pins of the worst setup and hold paths about 40 ps, Crit-path slowest cell clkdlybuf4s50_1, share of flip-flops with an asynchronous set or reset after synthesis 0%, Top Usage Layer GRT met3, vias in the first global route 113, part of the total power dissipated in sequential elements between 40% and 50%, critical path launch point count[3], maximum number of pins on one net before global-route repair 7, library cell occupying the most area in the post-synthesis netlist dfxtp_1, number of buffers between clock root and the deepest sink 2, Worst Tran Pin Value approximately 170 ps, number of max-slew violations in the final report 0, total of buffers placed on input and output ports 4, fraction of layout cells with a size suffix above 1 23.8%, YS chip area roughly 150 um^2, mean instance size in the synthesized netlist 11.0 um^2, data arrival time of the critical path about 1100 ps, power spent charging and discharging nets 43.6 uW, utilization after layout under 10%, number of flip-flops and latches in the synthesized netlist 4, number of vias per cell after detailed routing 2.07, I/O pins 5, Worst Reg2Reg Path Length in Cells 3, wire length of the first global-routing pass 524 um, clock share of power 55.5%, GR Util met2 0.963%
-- path summary, 6_finish.rpt --
check	end
max reg2reg	count[3]
min	count[0]
min reg2reg	count[0]
max	count[3]
-- cells in the final DEF, fill, tap and decap left out --
cell type / n
a311o_1: 1
and2b_2: 1
dfxtp_2: 1
a31oi_1: 2
dfxtp_1: 3
clkdlybuf4s50_1: 4
nand2_1: 1
clkbuf_4: 3
ha_1: 1
and4b_1: 1
xor2_1: 1
inv_1: 2
diode_2: 1
-- cell type report --
cell class | count | area, um^2 | area share, %
sequential | 4 | 81.3 | 29.3
multi-input combinational | 8 | 66.3 | 23.9
tap | 46 | 57.6 | 20.7
timing repair buffer | 4 | 40.0 | 14.4
clock buffer | 3 | 22.5 | 8.11
inverter | 2 | 7.51 | 2.70
antenna | 1 | 2.50 | 0.901
-- layer usage --
layer	up-vias	part of all wire, %
met5	-	0
met4	0	0
met3	0	33
met2	8	26
met1	64	40
li1	69	-
-- through the flow --
step | hold slack (ps) | power, uW | cell area [um^2] | instances
global route | 521 | 257 | 278 | 68
floorplan | 431 | 109 | 154 | 14
global placement | 468 | 109 | 251 | 64
CTS | 491 | 245 | 275 | 67
finish | 490 | 240 | 278 | 68
detailed placement | 488 | 109 | 251 | 64
-- power groups by stage --
stage                 Combinational, uW  Clock [uW]  Sequential [uW]
after global routing          0.0000504         151              107
after CTS                     0.0000504         138              107
final                         0.0000504         133              107
-- cell families (layout without fill, tap and decap cells) --
| group | after synthesis | count (layout) | share of synthesized area [%] |
|---|---|---|---|
| other | 0 | 1 | 0 |
| AOI/OAI and AO/OA | 3 | 3 | 14.6 |
| buffers and inverters | 2 | 9 | 4.88 |
| adders and majority gates | 1 | 1 | 8.13 |
| DFF | 4 | 4 | 52.0 |
| and+or+nand+nor | 3 | 3 | 14.6 |
| xor gates and xnor gates | 1 | 1 | 5.69 |
-- timing repair --
item	4_1_cts	5_1_grt
endpoints found under the hold margin	0	0
setup endpoints to repair	1	0
gates resized	1	0
Power is estimated from default activity; no workload was simulated.
